==> flow/design.v <==
`timescale 1ns / 1ps
module alu(
    input [7:0] A,B,
    input [2:0] alu_sel,
    output reg [3:0] nzvc,
    output reg [7:0] result 
);
    reg [8:0] sum_unsigned;
    reg [7:0] alu_signal;
    reg sum_overflow, sub_overflow;
    always @(alu_sel, A, B) begin
        sum_unsigned <= 8'h00;
        case(alu_sel)
            3'b000: begin
                alu_signal <= A + B;
                sum_unsigned <= {1'b0, A} + {1'b0, B};
            end
            3'b001: begin
                alu_signal <= A - B;
                sum_unsigned <= {1'b0, A} + {1'b0, B};
            end
            3'b010: alu_signal <= A & B;
            3'b011: alu_signal <= A | B;
            3'b100: alu_signal <= A + 1'b1;
            3'b101: alu_signal <= A - 1'b0;
            default: begin
                alu_signal <= 8'b00;
                sum_unsigned <= 8'b00;
            end
        endcase
        nzvc[3] = alu_signal[7];
        nzvc[2] = alu_signal ? 1'b0 : 1'b1;
        sum_overflow = (A[7] & ~B[7] & alu_signal[7]) | (A[7] & B[7] & ~alu_signal[7]);
        sub_overflow = (~A[7] & B[7] & alu_signal[7]) | (A[7] & ~B[7] & ~alu_signal);
        nzvc[1] = (alu_sel == 3'b000) ? sum_overflow : ((alu_sel == 3'b001) ? sub_overflow : 1'b0);
        nzvc[0] = (alu_sel == 3'b000) ? sum_unsigned[8] : ((alu_sel == 3'b001) ? sum_unsigned[8] : 0);
    end
endmodule
==> flow/run.sh <==
#!/bin/bash
# OpenROAD 26Q1-2900-gdf79404cd8, Yosys 0.63+post, stock flow scripts
make -C /OpenROAD-flow-scripts/flow DESIGN_CONFIG=/design/flow/config.mk WORK_HOME=/design/flow/orfs finish
==> flow/config.mk <==
export PLATFORM = sky130hd
export DESIGN_NAME = alu
export DESIGN_NICKNAME = alu
export VERILOG_FILES = /design/flow/design.v
export SDC_FILE = /design/flow/constraint.sdc
export NUM_CORES = 4
export LEC_CHECK = 1
export CORE_AREA = 10 10 90 90
export DIE_AREA = 0 0 100 100
==> flow/constraint.sdc <==
current_design alu

set clk_period 7.5
set clk_io_pct 0.2

create_clock -name clk0 -period $clk_period

set non_clock_inputs [all_inputs -no_clocks]
set_input_delay [expr $clk_period * $clk_io_pct] -clock clk0 $non_clock_inputs
set_output_delay [expr $clk_period * $clk_io_pct] -clock clk0 [all_outputs]
==> flow_metrics.env <==
# physical design summary
export IMPL_via_count=1093
export IMPL_dp_final_hpwl_um=2790
export IMPL_worst_endpoint_required_ns=6.00
export IMPL_timing_critical_path_slowest_stage_cell="clkdlybuf4s50_1"
export IMPL_antenna_left=0
export IMPL_cp_cell_sequence="clkdlybuf4s50_1 > or3b_1 > a31oi_1 > mux2i_1 > ha_1 > a21o_1 > o21ai_0 > o211a_1 > or3_1 > a211o_1 > o311ai_1 > clkdlybuf4s50_1"
export IMPL_total_wire_length_um=3150
export IMPL_relSlewSlack=0.671
export IMPL_vias_per_cell=4.43
export IMPL_post_route_cells_drive_above_1_share=0.0235
export IMPL_grt_total_usage=0.0615
export IMPL_pwr_density_cell_nw_per_um2=58.7
export IMPL_std_cell_rows=29
export IMPL_worst_slew_pin_slew_ns=0.489
export IMPL_number_of_antenna_violations_at_the_first_check_in_global_routing=0
export IMPL_ys_types=42
export IMPL_type_of_the_worst_setup_path="in -> out"
export IMPL_worst_path_max_fanout=10
export IMPL_fin_setup_tns_ns=0
export IMPL_min_delay_path_class="in -> out"
export IMPL_drv_slew=0
export IMPL_floorplan_initialDensity=0.180
export IMPL_n_sequential_cell=0
export IMPL_post_synth_cell_area_avg_um2=7.44
export IMPL_top_level_ports=31
export IMPL_cp_start_kind="input pin"
export IMPL_critPathArrivalTime_ns=5.18
export IMPL_yosys_stat_area_um2=1130
export IMPL_floorplan_die_area_um2=10000
export IMPL_layout_cells_most_common_list="25 x ha_1, 23 x clkdlybuf4s50_1, 19 x inv_1"
export IMPL_top_cell_area_share=0.277
export IMPL_coreArea_um2=6280
export IMPL_nClkBuffers=0
export IMPL_grt_overflow=0
export IMPL_seqCellArea_um2=0
export IMPL_routabilityCongestion=0.922
export IMPL_finalClockPeriodUsage=0.890
export IMPL_grt_start_max_net_pins=11
export IMPL_drc_errors=0
export IMPL_post_cts_resized=0
export IMPL_port_buffer_count=23
export IMPL_path_buffers=2
export IMPL_drt_initial_drc_count=65
export IMPL_cap_viol_max_count=0
export IMPL_syn_instance_count=152
export IMPL_cts_hold_repair_buffers=0
export IMPL_outcome="completed"
export IMPL_timing_critical_path_max_delay_family="buffers and inverters"
export IMPL_ys_cells=152
export IMPL_min_period_ns=6.68
export IMPL_synth_sequential_area_ratio=0
export IMPL_maxClockFrequency_ghz=0.150
export IMPL_post_synth_main_area_contributors="ha_1 28%, mux2i_1 8.0%, inv_1 6.3%, buf_4 5.3%, a21oi_1 3.5%"
export IMPL_cp_slowest_stage_delay_ns=0.66
export IMPL_insertedDiodeCount=0
export IMPL_post_cts_setup_buffers=0
export IMPL_final_hold_worst_slack_ns=4.22
export IMPL_die_x_um=100
export IMPL_post_synth_top_area_cell="ha_1"
export IMPL_worst_ir_drop_vdd_uv=15.7
export IMPL_worst_setup_path_end_kind="output port"
export IMPL_global_route_wire_length_before_repair_um=5200
export IMPL_worst_path_most_repeated_cell="clkdlybuf4s50_1"
export IMPL_drtPass1Iterations=6
export IMPL_cellLeakagePower_nw=0.659
export IMPL_die_height_um=100
export IMPL_warning_count=42
export IMPL_rsz0062_at_grt="false"
export IMPL_synth_warnings=9
export IMPL_wire_per_inst_um=12.7
export IMPL_finalSetupViolations=0
export IMPL_syn_cell_area_um2=1130
export IMPL_most_common_cell_after_layout_fill_and_taps_aside="ha_1"
export IMPL_timing_final_hold_violations=0
export IMPL_grt_pass1_vias=1080
export IMPL_synthToLayoutAreaGrowth_pct=22.6
==> worst paths after layout <==
check,depth (start not counted),startpoint,to
worst max-delay path,12,alu_sel[0],nzvc[1]
worst min-delay path,4,alu_sel[2],nzvc[0]
==> per-layer routing <==
layer	track usage	part of all wire	wire, um
met5	0	0	0
met4	0.00761	0.010	32
met3	0.00694	0.048	151
met2	0.113	0.50	1580
met1	0.0768	0.44	1380
==> cells in the mapped netlist (4+ instances only) <==
cell type and instances:
nand2_1 10, nor4_1 6, nor2_1 4, o21ai_0 7, nand3_1 4, nand2b_1 4
ha_1 25, mux2i_1 9, a21oi_1 8, a21o_1 5, inv_1 19, buf_4 8
==> final cells by class <==
cell class         instances  area, um^2
repair buffers            23         230
fillers                  692        4890
inverters                 19        71.3
well taps                 77        96.3
multi-input cells        128         988
==> worst min-delay path, cell delays in order <==
cell             delay [ns]
clkdlybuf4s50_1        0.58
or2_2                  0.19
nor4_1                 0.06
clkdlybuf4s50_1        0.40
==> cells by family after synthesis <==
group | count (synthesis) | share of synthesized area
adder cells (fa/ha/maj) | 27 | 0.303
multiplexers | 9 | 0.0796
AND-OR/OR-AND | 42 | 0.261
other | 1 | 0.00332
buffers and inverters | 31 | 0.149
AND/OR/NAND/NOR | 41 | 0.196
XOR/XNOR | 1 | 0.00774
==> power by group <==
part           total, mW  switching (mW)  internal (mW)
clock network          0               0              0
logic             0.0814          0.0417         0.0397
registers              0               0              0
==> metrics by stage <==
stage                     power (mW)  std cells  utilization  setup slack, ns  cell area, um^2
after floorplan               0.0556        159            -             2.19             1160
after global placement        0.0812        247        0.221            0.881             1390
after detailed placement      0.0816        247        0.221            0.831             1390
after CTS                     0.0820        247        0.221            0.823             1390
after global routing          0.0923        247        0.221            0.611             1390
final                         0.0814        247        0.221            0.822             1390
Power is estimated from default activity; no workload was simulated.
