--- design.v ---
`timescale 1ns / 1ps
module data_memory(
    input clk,
    input [7:0] address,
    input [7:0] data_in,
    input write_en,
    output reg data_out);
    reg [7:0] RAM [128:223];
    reg enable;
    integer i;
     initial begin
        for (i = 128; i <= 223; i = i + 1) begin
            RAM[i] = 8'h00;
        end
    end
    always @(*) begin
        if(address >= 8'h80 && address <= 8'hDF) begin
            enable = 1'b1;
        end else begin
            enable = 1'b0;
        end
    end
    always @(posedge clk) begin
        if((enable == 1'b1) && (write_en == 1'b1)) begin
            RAM[address] <= data_in;
        end else if((enable == 1'b1) && (write_en == 1'b0)) begin
            data_out <= RAM[address];
        end
    end
endmodule
--- run.sh ---
#!/bin/bash
# OpenROAD 26Q1-2900-gdf79404cd8, Yosys 0.63+post, stock flow scripts
make -C /OpenROAD-flow-scripts/flow DESIGN_CONFIG=/design/flow/config.mk WORK_HOME=/design/flow/orfs finish
--- config.mk ---
export PLATFORM = sky130hd
export DESIGN_NAME = data_memory
export DESIGN_NICKNAME = data_memory
export VERILOG_FILES = /design/flow/design.v
export SDC_FILE = /design/flow/constraint.sdc
export NUM_CORES = 4
export LEC_CHECK = 1
export CORE_UTILIZATION = 50
--- constraint.sdc ---
current_design data_memory

set clk_period 2.2
set clk_io_pct 0.2

create_clock -name clk0 -period $clk_period [get_ports {clk}]

set non_clock_inputs [all_inputs -no_clocks]
set_input_delay [expr $clk_period * $clk_io_pct] -clock clk0 $non_clock_inputs
set_output_delay [expr $clk_period * $clk_io_pct] -clock clk0 [all_outputs]
==> results.txt <==
impl run done, here's what came out: status finished, final reports clean, Area contributors post-synth edfxtp_1 (67%), nor2_1 (8.9%), mux4_2 (5.2%), mux4_1 (4.2%), mux2i_1 (3.7%), routed wl met2 ~4400 µm, Startpoint Class input port, Reg power frac between 50% and 60%, final hold slack 0.828 ns, clock-pin slew on the worst setup and hold paths 0.09 ns, drt wl/cell around 19 µm, Syn Inst Count 323, yosys synthesis chip area between 0.004 and 0.005 mm², die y size roughly 95 µm, crit-path max FO 7, syn_area_per_cell ~13 µm², sequential-to-total area share from yosys stat 66.9%, vias about 2.7k, Final Setup Violations 0, Placement Cell Area 0.00484 mm², Syn-to-layout area delta 17.3%, tool warning count 33, Synth area leader edfxtp_1, Pre-Place Util around 52%, DRT met1 WL between 3000 and 4000 µm, first-pass GRT wire length roughly 14000 µm, clock group share of total power ~34%, CTS Sinks just under 100, TritonCTS Buffers 9, vias per cell 5.73, Top Metal Used met4, R2R cell count 5, number of max-cap violations 0, Total Power 3.52 mW, Finished Layout Cells 478, Hold Crit Class in -> reg, Max-area cell share between 60 and 70%, Final WS setup between 0.03 and 0.04 ns, Leak about 1.7 nW, die area approximately 0.0091 mm², sw frac 22.8%, antenna violations before repair 0, RSZ-0062 raised after global routing true, Total Wirelength between 9000 and 10000 µm, Max Clk Rate 463 MHz, Post-Layout Inst Area around 0.005 mm², drt first-iter violations around 120, CP Capture Type register, Post-DRT Antenna Nets 0, Finished Core Util between 60 and 70%, fill count ~650, Port Buffers 11, antenna cell count 0, clk buf depth 2, Final Wtd Congestion between 0.8 and 0.9, Rows 33, clock latency (worst-skew pair) approximately 0.36 ns, number of top-level pins 19, Setup CP Type in -> reg, crit path time final roughly 2.2 ns, Routed met3 length between 600 and 700 µm, DIE WIDTH 95.3 µm, ys flops 97, crit share post-route a little over nine tenths, final hold violations 0, Net Sw Power about 800 µW, floorplan core area 0.00834 mm², root buffer cell clkbuf_8, post-place setup slack -0.491 ns, Syn. warnings 1, vias in the first global route 2769, DRC violations left 0, GRT overflow 0, maximum VDD drop 0.000525 V, Slew Viols, Final 0, Int Pwr between 2 and 3 mW, Yosys cell types 25, TritonCTS clock tree done, DRT Pass-1 Iters 4, total negative slack 0 ns, most numerous logic cells after layout nor2_1 (102), edfxtp_1 (97), buf_4 (35), Hold Path Cell Cnt 2, Pwr per Cell Area ~700 mW/mm², Req. time, crit path approximately 2.3 ns, most numerous logic cell after layout nor2_1, Worst slew margin between 40 and 50%, H-tree depth 3, Mapped Area around 0.0044 mm², largest net degree at the start of global routing just under 100, measured slew at the worst slew-check pin 0.827 ns, yosys stat cell total 323, Placed Instances 460, Detail Placement HPWL approximately 6000 µm, GRT Util Overall between 20% and 30%, Arr. time, crit path about 2.3 ns, clock skew 0.0148 ns, combinational share of power roughly 8.0%, layout cells sized above 1 approximately 21%
[logic make-up after synthesis]
family / Yosys count / synth area share (%)
buf+inv: 18 / 1.95
compound gates: 10 / 1.47
simple gates: 161 / 15.6
mux: 37 / 14.1
flops: 97 / 66.9
[power groups by stage]
stage	clock network (mW)	registers [mW]	logic, mW
CTS	1.22	2.04	0.280
global route	1.30	2.04	0.303
finish	1.20	2.04	0.281
[cells in the mapped netlist, drive strengths merged]
| library cell | instances |
|---|---|
| or2 | 1 |
| clkbuf | 14 |
| nand2b | 2 |
| nor2b | 10 |
| nand2 | 22 |
| nor2 | 103 |
| nand3 | 11 |
| nor3 | 3 |
| a2111oi | 1 |
| nand3b | 1 |
| o22ai | 1 |
| a211oi | 1 |
| nand4 | 7 |
| mux4 | 17 |
| mux2 | 4 |
| buf | 4 |
| o21ai | 2 |
| a22oi | 1 |
| a21oi | 3 |
| mux2i | 16 |
| edfxtp | 97 |
| or3 | 1 |
| a41oi | 1 |
[flip-flops by register name, summed over array words and instances, names as in the netlist]
| name | count |
|---|---|
| data_out | 1 |
| RAM | 96 |
[cell type report]
cell class	count	area, µm²	share of cell area [%]
clock buffers	9	124	2.43
multi-input cells	208	1370	26.9
well taps	105	131	2.57
clock inverters	7	82.6	1.62
repair buffers	52	484	9.48
flip-flops and latches	97	2910	57.0
[critical path, stage by stage]
cell           delay [ns]
dlygate4sd2_1        0.30
bufbuf_16            0.30
mux4_1               0.29
mux2_2               0.30
o21ai_0              0.20
nor3_1               0.08
or3_1                0.37
[final timing paths]
kind                     from           to  slack (ns)
setup / recovery   address[3]     data_out        0.04
hold / removal     data_in[0]  RAM[149][0]        0.83
setup reg to reg  RAM[170][0]     data_out        0.06
hold reg to reg   RAM[140][0]     data_out        0.98
[metal layers]
layer,vias to the layer above,track usage (%)
met5,-,0
met2,93,36.5
met3,9,8.52
li1,1276,-
met4,0,3.41
met1,1359,39.5
[what timing repair did]
action	CTS	global route
pin swaps	0	3
resized	5	2
hold buffers	0	0
buffers inserted	1	0
endpoints found under the setup margin	1	1
cloned	1	0
Power figures rest on the tool's default switching activity, not on a simulated workload.
