===== design/flow/constraint.sdc =====
current_design program_memory

set clk_period 2.5
set clk_io_pct 0.2

create_clock -name clk0 -period $clk_period [get_ports {clk}]

set non_clock_inputs [all_inputs -no_clocks]
set_input_delay [expr $clk_period * $clk_io_pct] -clock clk0 $non_clock_inputs
set_output_delay [expr $clk_period * $clk_io_pct] -clock clk0 [all_outputs]

===== design/flow/design.v =====
`timescale 1ns / 1ps
module program_memory(clk,address,data_out);
input clk;
input [7:0] address;
output reg [7:0] data_out;
reg enable;
parameter YUKLE_A_SBT	= 8'h86;
parameter YUKLE_A		= 8'h87;
parameter YUKLE_B_SBT	= 8'h88;
parameter YUKLE_B		= 8'h89;
parameter KAYDET_A		= 8'h96;	
parameter KAYDET_B		= 8'h97;
parameter TOPLA_AB		= 8'h42;
parameter CIKAR_AB		= 8'h43;
parameter AND_AB		= 8'h44;
parameter OR_AB			= 8'h45;
parameter ARTTIR_A		= 8'h46;
parameter ARTTIR_B		= 8'h47;
parameter DUSUR_A		= 8'h48;
parameter DUSUR_B		= 8'h49;
parameter ATLA				    = 8'h20;
parameter ATLA_NEGATIFSE		= 8'h21;
parameter ATLA_POZITIFSE		= 8'h22;
parameter ATLA_ESITSE_SIFIR	    = 8'h23;
parameter ATLA_DEGILSE_SIFIR	= 8'h24;
parameter ATLA_OVERFLOW_VARSA   = 8'h25;
parameter ATLA_OVERFLOW_YOKSA   = 8'h26;
parameter ATLA_ELDE_VARSA		= 8'h27;
parameter ATLA_ELDE_YOKSA       = 8'h28;
reg [7:0] ROM [127:0];
integer i;
initial begin
    ROM[0] <= YUKLE_A;
    ROM[1] <= 8'hF0;
    ROM[2] <= YUKLE_B;
    ROM[3] <= 8'hF1;
    ROM[4] <= TOPLA_AB;
    ROM[5] <= ATLA_ESITSE_SIFIR;
    ROM[6] <= 8'h0B;
    ROM[7] <= KAYDET_A;
    ROM[8] <= 8'h80;
    ROM[9] <= ATLA;
    ROM[10] <= 8'h20;
    ROM[11] <= YUKLE_A;
    ROM[12] <= 8'hF2;
    ROM[13] <= ATLA;
    ROM[14] <= 8'h04;
    for(i=15;i<128;i=i+1) begin
        ROM[i] <= 8'b00000000;
    end
end
    always @(*) begin
        if(address >= 8'h00 && address <= 8'h7F) begin
            enable = 1'b1;
        end else begin
            enable = 1'b0;
        end
    end
    always @(posedge clk) begin
        if(enable == 1) begin
            data_out <= ROM[address];
        end
    end
endmodule

===== design/flow/config.mk =====
export PLATFORM = sky130hd
export DESIGN_NAME = program_memory
export DESIGN_NICKNAME = program_memory
export VERILOG_FILES = /design/flow/design.v
export SDC_FILE = /design/flow/constraint.sdc
export NUM_CORES = 4
export LEC_CHECK = 1
export CORE_AREA = 10 10 76 76
export DIE_AREA = 0 0 86 86

===== design/flow/run.sh =====
#!/bin/bash
# OpenROAD 26Q1-2900-gdf79404cd8, Yosys 0.63+post, stock flow scripts
make -C /OpenROAD-flow-scripts/flow DESIGN_CONFIG=/design/flow/config.mk WORK_HOME=/design/flow/orfs finish

==> flow_summary_export.csv <==
group,metric,value,unit
status,status,"complete, no violations",
pwr,power_density,481,nW/um2
yosys,synth_flops,8,
global_route,grt_max_degree,16,
clock_network,root_buffer,"clkbuf_8",
yosys,top_area_share,44.3,%
critical_path,critPathKind,"in2reg",
clock_network,post_cts_resized,0,
final_layout,final_common_cell,"clkdlybuf4s50_1",
yosys,synth_chip_area,542,um2
floorplan,io_pins,17,
sta,slew_headroom,67.7,%
final_layout,fillCellCount,443,
yosys,ys_cells,49,
placed_design,place_ws,320,ps
critical_path,crit_chain,"clkdlybuf4s50_1 -> inv_1 -> ha_1 -> and2b_1 -> a211oi_1 -> a211oi_1",
job,drv_cap,0,
global_route,grt_pass1_vias,386,
hold_path,hold_class,"in2reg",
drt,routed_wl,1100,um
hold_path,whs_path_depth,2,
global_route,track_usage,3.02,%
sta,period_used_share,77.6,%
sta,max_freq,516,MHz
clock_network,post-cts-setup-buffers,0,
yosys,synth.largest_area_cell,"edfxtp_1",
global_route,grt_util_met1,4.73,%
drt,drc,0,
sta,finalSetupViolCount,0,
floorplan,fp-utilization,13.2,%
drt,dr.pass1.iters,4,
placed_design,place.gp.congestion,0.771,
pwr,seq_power_share,42.6,%
yosys,synth_area_per_cell,11.1,um2
critical_path,cp_top_family,"buffers and inverters",
final_layout,largest_reg_flops,8,
job,tool_warnings,30,
critical_path,start_kind,"input pin",
sta,fin_ws,561,ps
drt,route.vias.total,405,
global_route,overflow,0,
pwr,p_comb_share,17.2,%
global_route,antenna_found_initial,0,
global_route,grtUsageMet2,2.97,%
yosys,ys_top_cells_by_area,"edfxtp_1 (44%), ha_1 (14%), a211oi_1 (6.9%)",
pwr,pwr-share-clk,40.2,%
drt,drt_iter0_drc,16,
final_layout,drive_gt1_share,9.23,%
yosys,synth.distinct_cells,21,
final_layout,reg_top3,"data_out x8",
sta,tns,0,ps
pwr,p_int,0.298,mW
critical_path,cp.arrival,1890,ps
yosys,synth_adder_area_share,13.9,%
final_layout,regMostFlops,"data_out",
global_route,globalRouteMet3Util,2.00,%
critical_path,cp_num_buf_inv,2,
floorplan,fp.coreArea,4120,um2
floorplan,dieWidth,86,um
sta,slew_viol_final,0,
sta,rsz0062_at_grt,"false",
clock_network,cts.path.max_buffers,2,
final_layout,syn2layout_area_growth,43.6,%
floorplan,rows,23,
critical_path,critPathSlowestCell,"clkdlybuf4s50_1",
final_layout,lay_top_cells,"clkdlybuf4s50_1 (16), edfxtp_1 (8), ha_1 (6)",
global_route,grt.busiest_layer,"met1",
placed_design,hpwl,898,um
clock_network,cts.sinks,8,
drt,routedWlPerCell,9.59,um
yosys,ys_sh_aoi,11.5,%
yosys,netlist_area,542,um2
clock_network,cts_made_buffers,3,
drt,vias_per_cell,3.52,
pwr,ir_worst_vdd,0.165,mV
critical_path,crit_fanout,5,
floorplan,die_area,7400,um2
placed_design,portBuffers,16,
clock_network,htree_num_levels,1,
sta,worstMarginPinSlew,483,ps
hold_path,holdPathEnd,"data_out[2]$_SDFFCE_PP0P_",
floorplan,fp.dieH,86,um
critical_path,worstSetupEndpointType,"flip-flop",
clock_network,hold_buffers,0,
yosys,yosys_warnings,1,
critical_path,slowest_delay,530,ps
sta,hold_viol_final,0,
drt,diodes,0,
critical_path,required,2450,ps
critical_path,crit_path_frequent_cell,"a211oi_1",
yosys,mux_share,3.93,%
yosys,xor_share,1.62,%
pwr,switchingPower,0.0760,mW
drt,ant_nets,0,
hold_path,min_from,"address[7]",
yosys,syn_inst,49,
yosys,simple_gate_share,16.9,%
clock_network,cts_tree,"done",
yosys,topCombFamilyByArea,"simple AND/OR/NAND/NOR gates",
pwr,switching_share,20.3,%
sta,finalCriticalPeriod,1940,ps
pwr,p_leak,0.295,nW
global_route,grt_pass1_wl,1860,um
clock_network,clk_pin_slew_worst_paths,40,ps
yosys,synth_seq_share,44.3,%
## layer usage
| metal | vias up | part of all wire [%] |
|---|---|---|
| met3 | 2 | 18 |
| met5 | - | 0 |
| met2 | 25 | 32 |
| met1 | 174 | 47 |
| li1 | 204 | - |
| met4 | 0 | 3.1 |
## cells by family (layout without fill, tap and decap cells)
| family | count (synthesis) | count (layout) |
|---|---|---|
| flip-flops | 8 | 8 |
| AND-OR/OR-AND | 9 | 9 |
| buffers and inverters | 7 | 23 |
| multiplexers | 2 | 2 |
| AND/OR/NAND/NOR | 16 | 16 |
| adder cells (fa/ha/maj) | 6 | 6 |
| XOR/XNOR | 1 | 1 |
## power by group through the flow
stage,registers [mW],clock network (mW),logic (mW)
after CTS,0.160,0.153,0.0653
after global routing,0.160,0.165,0.0724
final,0.160,0.151,0.0643
## cell usage after synthesis
cell type / count
and2b_1: 1
a21oi_1: 2
buf_2: 1
mux2i_1: 1
nor3b_2: 1
buf_6: 2
nor3b_1: 1
ha_1: 6
nor3_1: 2
xor2_1: 1
a211oi_1: 5
mux2_2: 1
nor2_1: 4
o21ai_0: 1
or3_1: 1
edfxtp_1: 8
o211a_1: 1
or3_4: 1
inv_1: 4
nand2b_1: 1
nand2_1: 4
## how the worst max path moves through the flow
stage / startpoint / end / slack (ps) / depth (start not counted)
global route: address[0] / data_out[2]$_SDFFCE_PP0P_ / 480 / 6
finish: address[0] / data_out[2]$_SDFFCE_PP0P_ / 560 / 6
CTS: address[0] / data_out[2]$_SDFFCE_PP0P_ / 550 / 6
## through the flow
step / hold slack [ps] / instances / util [%] / instance area [um2] / power (mW)
after global placement: 1250 / 112 / 17.9 / 737 / 0.225
final: 1090 / 115 / 18.9 / 778 / 0.375
after floorplan: 770 / 49 / - / 542 / 0.191
after CTS: 1090 / 115 / 18.9 / 778 / 0.378
after detailed placement: 1260 / 112 / 17.9 / 737 / 0.227
after global routing: 1100 / 115 / 18.9 / 778 / 0.397
## final cells by class
class | count | area (um2) | share of cell area, %
Tap cell | 50 | 62.6 | 8.04
Multi-Input combinational cell | 34 | 259 | 33.3
Timing Repair Buffer | 16 | 160 | 20.6
Inverter | 4 | 15.0 | 1.93
Clock buffer | 3 | 41.3 | 5.31
Sequential cell | 8 | 240 | 30.9
No activity file was given, so power comes from the tool's default toggle rates.
